[design.v]
module display(clk,rst_n,rst_n1,hex1,hex2,hex3,hex4,hex5,hex6,add_in,sub_in,model_in);
	input clk;
	input rst_n;
	input rst_n1;
	output reg [6:0] hex1,hex2,hex3,hex4,hex5,hex6;
	input  add_in,sub_in,model_in;
	reg [3:0] out1,out2,out3,out4,out5,out6;
	reg [25:0] cnt;
	reg [3:0]temp1,temp2,temp3,temp4,temp5,temp6;
	reg model=1'b1;
	always@(posedge clk or negedge rst_n)
	if(rst_n==1'b0)
		cnt<=26'd0;
	else if(cnt==26'd49_999_999)
		cnt<=26'd0;
	else
		cnt<=cnt+1'b1;
	reg[19:0] cnt1;
   always @(posedge clk or negedge rst_n)
   if(!rst_n) 
		cnt1 <= 20'd0;
	else if(cnt1== 20'd999_999)
		cnt1<=20'd0;
   else 
		cnt1 <= cnt1 + 1'b1;
	reg[18:0] cnt3;
   always @(posedge clk or negedge rst_n)
   if(!rst_n) 
		cnt3 <= 19'd0;
	else if(cnt3== 19'd49_999)
		cnt3<=19'd0;
   else 
		cnt3 <= cnt1 + 1'b1;
   reg[2:0] pin_status;
   always @(posedge clk or negedge rst_n)
   if(!rst_n) 
		pin_status <= 3'b111;
   else if(cnt1 == 20'd999_999) 
		pin_status <= {add_in,sub_in,model_in};
   reg[2:0] pin_status_r;
   always @(posedge clk or negedge rst_n)
   if(!rst_n) 
		pin_status_r <= 3'b111;
   else 
		pin_status_r <= pin_status;
   wire[2:0]  pin_status_ctrl;
   assign pin_status_ctrl = pin_status_r & (~pin_status);
	reg[1:0] Time_model;
	always @(posedge clk or negedge rst_n)
   if(!rst_n) 
		Time_model <= 2'b00;
   else if(pin_status_ctrl[0]) 
   begin
      if(Time_model == 2'b11)
          Time_model <= 2'b00;
      else
			 Time_model <= Time_model + 1'b1;
   end
	always @(posedge clk or negedge rst_n)
	if(!rst_n)
	begin
		out1<=4'b0000;
		out2<=4'b0000;
		out3<=4'b0000;
		out4<=4'b0000;
		out5<=4'b0000;
		out6<=4'b0000;
		temp1<=4'b0000;
		temp2<=4'b0000;
		temp3<=4'b0000;
		temp4<=4'b0000;
		temp5<=4'b0000;
		temp6<=4'b0000;
	end
	else
	begin
		case(Time_model)
			2'b00:
			begin
				model<=1'b1;
				if(cnt==26'd49_999_999)
				begin
					out1<=out1+1'b1;
					if(out1==4'b1001)
					begin
						out1<=4'b0000;
						out2<=out2+1'b1;
						if(out2==4'b0101)
						begin
							out2<=4'b0000;
							out3<=out3+4'b1;
							if(out3==4'b1001)
							begin
								out3<=4'b0000;
								out4<=out4+1'b1;
								if(out4==4'b0101)
								begin
									out4<=4'b0000;
									if(out6==4'b0010)
									begin
										if(out5==4'b0011)
										begin
											out5<=4'b0000;
											out6<=4'b0000;
										end
										else
										begin
											out5<=out5+1'b1;
										end
									end
									else
									begin
										out5<=out5+1'b1;
										if(out5==4'b1000)
										begin
											out5<=4'b0000;
											out6<=out6+1'b1;
										end
									end
								end
							end
						end
					end
				end
			end
			2'b01:
			begin
				model<=1'b1;
				out3<=out3;
				out4<=out4;
				if(pin_status_ctrl[2])
				begin
					out3<=out3+1'b1;
					if(out3==4'b1001)
					begin
						out4<=out4+1'b1;
						out3<=4'b0000;
						if(out4==4'b0101)
							out4<=4'b0000;
					end	
				end
				else if(pin_status_ctrl[1])
				begin
					out3<=out3-1'b1;
					if(out3==4'b0000)
					begin
						out3<=4'b1001;
						out4<=out4-1'b1;
						if(out4==4'b0000)
							out4<=4'b0101;
					end	
				end
			end
			2'b10:
			begin
			model<=1'b1;
			out5<=out5;
			out6<=out6;
			if(pin_status_ctrl[2])
				begin
					if(out6==4'b0010)
					begin
						if(out5==4'b0011)
						begin
							out6<=4'b0000;
							out5<=4'b0000;
						end
						else
							out5<=out5+1'b1;
					end
					else
					begin
						out5<=out5+1'b1;
						if(out5==4'b1001)
						begin
							out5<=4'b0000;
							out6<=out6+1'b1;
						end						
					end	
				end
				else if(pin_status_ctrl[1])
				begin
					if(out6==4'b0000)
					begin
						out5<=out5-1'b1;
						if(out5==4'b0000)
						begin
							out6<=4'b0010;
							out5<=4'b0011;
						end
					end
					else
					begin
						out5<=out5-1'b1;
						if(out5==4'b0000)
						begin
							out5<=4'b1001;
							out6<=out6-1'b1;
						end
					end
				end
		   end
			2'b11:
			begin
				model<=1'b0;
				if(cnt==26'd49_999_999)
				begin
					out1<=out1+1'b1;
					if(out1==4'b1001)
					begin
						out1<=4'b0000;
						out2<=out2+1'b1;
						if(out2==4'b0101)
						begin
							out2<=4'b0000;
							out3<=out3+4'b1;
							if(out3==4'b1001)
							begin
								out3<=4'b0000;
								out4<=out4+1'b1;
								if(out4==4'b0101)
								begin
									out4<=4'b0000;
									if(out6==4'b0010)
									begin
										if(out5==4'b0011)
										begin
											out5<=4'b0000;
											out6<=4'b0000;
										end
										else
										begin
											out5<=out5+1'b1;
										end
									end
									else
									begin
										out5<=out5+1'b1;
										if(out5==4'b1000)
										begin
											out5<=4'b0000;
											out6<=out6+1'b1;
										end
									end
								end
							end
						end
					end
				end
				if(!rst_n1)
				begin
					temp1<=temp1;
					temp2<=temp2;
				   temp3<=temp3;
					temp4<=temp4;
					temp5<=temp5;
					temp6<=temp6;
					if(pin_status_ctrl[2])
					begin
						temp1<=4'b0000;
					   temp2<=4'b0000;
						temp3<=4'b0000;
						temp4<=4'b0000;
						temp5<=4'b0000;
						temp6<=4'b0000;
					end
				end
				else
				begin
				if(cnt3== 19'd49_999)
				begin
					temp1<=temp1+1'b1;
					if(temp1==4'b1001)
					begin
						temp1<=4'b0000;
						temp2<=temp2+1'b1;
						if(temp2==4'b1001)
						begin
							temp2<=4'b0000;
							temp3<=temp3+1'b1;
							if(temp3==4'b1001)
							begin
								temp3<=4'b0000;
								temp4<=temp4+1'b1;
								if(temp4==4'b0101)
								begin
									temp4<=4'b0000;
									temp5<=temp5+1'b1;
									if(temp5==4'b1001)
									begin
										temp5<=4'b0000;
										temp6<=temp5+1'b1;
										if(temp6==4'b0101)
										begin
											out6<=4'b0000;
										end
									end
								end
							end
						end
					end
				end
			end
		end
		endcase
	end
   reg[3:0]tmp1,tmp2,tmp3,tmp4,tmp5,tmp6;	
	always@*
	begin
		if(model==1'b1)
		begin
			tmp1<=out1;
			tmp2<=out2;
			tmp3<=out3;
			tmp4<=out4;
			tmp5<=out5;
			tmp6<=out6;
		end
		else
		begin
			tmp1<=temp1;
			tmp2<=temp2;
			tmp3<=temp3;
			tmp4<=temp4;
			tmp5<=temp5;
			tmp6<=temp6;
		end
	end
	always@*
	begin
		case(tmp1)
			4'b0000: hex1[6:0]=7'b0000001;
			4'b0001: hex1[6:0]=7'b1001111;
			4'b0010: hex1[6:0]=7'b0010010;
			4'b0011: hex1[6:0]=7'b0000110;
			4'b0100: hex1[6:0]=7'b1001100;
			4'b0101: hex1[6:0]=7'b0100100;
			4'b0110: hex1[6:0]=7'b0100000;
			4'b0111: hex1[6:0]=7'b0001111;
			4'b1000: hex1[6:0]=7'b0000000;
			4'b1001: hex1[6:0]=7'b0000100;
		endcase
	end
	always@*
	begin
		case(tmp2)
			4'b0000: hex2[6:0]=7'b0000001;
			4'b0001: hex2[6:0]=7'b1001111;
			4'b0010: hex2[6:0]=7'b0010010;
			4'b0011: hex2[6:0]=7'b0000110;
			4'b0100: hex2[6:0]=7'b1001100;
			4'b0101: hex2[6:0]=7'b0100100;
			4'b0110: hex2[6:0]=7'b0100000;
			4'b0111: hex2[6:0]=7'b0001111;
			4'b1000: hex2[6:0]=7'b0000000;
			4'b1001: hex2[6:0]=7'b0000100;
		endcase
	end
	always@*
	begin
		case(tmp3)
			4'b0000: hex3[6:0]=7'b0000001;
			4'b0001: hex3[6:0]=7'b1001111;
			4'b0010: hex3[6:0]=7'b0010010;
			4'b0011: hex3[6:0]=7'b0000110;
			4'b0100: hex3[6:0]=7'b1001100;
			4'b0101: hex3[6:0]=7'b0100100;
			4'b0110: hex3[6:0]=7'b0100000;
			4'b0111: hex3[6:0]=7'b0001111;
			4'b1000: hex3[6:0]=7'b0000000;
			4'b1001: hex3[6:0]=7'b0000100;
		endcase
	end
	always@*
	begin
		case(tmp4)
			4'b0000: hex4[6:0]=7'b0000001;
			4'b0001: hex4[6:0]=7'b1001111;
			4'b0010: hex4[6:0]=7'b0010010;
			4'b0011: hex4[6:0]=7'b0000110;
			4'b0100: hex4[6:0]=7'b1001100;
			4'b0101: hex4[6:0]=7'b0100100;
			4'b0110: hex4[6:0]=7'b0100000;
			4'b0111: hex4[6:0]=7'b0001111;
			4'b1000: hex4[6:0]=7'b0000000;
			4'b1001: hex4[6:0]=7'b0000100;
		endcase
	end
	always@*
	begin
		case(tmp5)
			4'b0000: hex5[6:0]=7'b0000001;
			4'b0001: hex5[6:0]=7'b1001111;
			4'b0010: hex5[6:0]=7'b0010010;
			4'b0011: hex5[6:0]=7'b0000110;
			4'b0100: hex5[6:0]=7'b1001100;
			4'b0101: hex5[6:0]=7'b0100100;
			4'b0110: hex5[6:0]=7'b0100000;
			4'b0111: hex5[6:0]=7'b0001111;
			4'b1000: hex5[6:0]=7'b0000000;
			4'b1001: hex5[6:0]=7'b0000100;
		endcase
	end
	always@*
	begin
		case(tmp6)
			4'b0000: hex6[6:0]=7'b0000001;
			4'b0001: hex6[6:0]=7'b1001111;
			4'b0010: hex6[6:0]=7'b0010010;
			4'b0011: hex6[6:0]=7'b0000110;
			4'b0100: hex6[6:0]=7'b1001100;
			4'b0101: hex6[6:0]=7'b0100100;
			4'b0110: hex6[6:0]=7'b0100000;
			4'b0111: hex6[6:0]=7'b0001111;
			4'b1000: hex6[6:0]=7'b0000000;
			4'b1001: hex6[6:0]=7'b0000100;
		endcase
	end
endmodule 
[run.sh]
#!/bin/bash
# OpenROAD 26Q1-2900-gdf79404cd8, Yosys 0.63+post, stock flow scripts
make -C /OpenROAD-flow-scripts/flow DESIGN_CONFIG=/design/flow/config.mk WORK_HOME=/design/flow/orfs finish
[config.mk]
export PLATFORM = sky130hd
export DESIGN_NAME = display
export DESIGN_NICKNAME = display
export VERILOG_FILES = /design/flow/design.v
export SDC_FILE = /design/flow/constraint.sdc
export NUM_CORES = 4
export LEC_CHECK = 1
export CORE_UTILIZATION = 30
[constraint.sdc]
current_design display

set clk_period 6.4
set clk_io_pct 0.2

create_clock -name clk0 -period $clk_period [get_ports {clk}]

set non_clock_inputs [all_inputs -no_clocks]
set_input_delay [expr $clk_period * $clk_io_pct] -clock clk0 $non_clock_inputs
set_output_delay [expr $clk_period * $clk_io_pct] -clock clk0 [all_outputs]
==> impl_metrics.py <==
# Physical implementation metrics
metrics = {
    "power": {
        "power_density_nw_per_um2": 187,
        "ir_drop_mv": 0.145,
        "p_leak_nw": 4.25,
        "finalPower_mw": 1.81,
    },
    "clocking": {
        "cts_tree": "done",
        "ctsHoldBuffers": 0,
        "htree_levels": 4,
        "post_cts_resized": 0,
        "cts-root-buf": "clkbuf_16",
        "cts_buffers": 17,
        "clk_path_buf_depth": 2,
        "postCtsSetupRepairBufs": 0,
        "clk_pin_slew_ns": 0.06,
        "clk_latency_ns": 0.41,
    },
    "sta": {
        "period_used_share": 0.603,
        "fin_tns_setup_ns": 0,
        "worst_pin_slew_ns": 0.821,
        "untimed_endpoints": 84,
        "min_period_ns": 3.86,
        "hold-worst-slack_ns": 0.386,
        "unclocked_regs": 42,
        "grt_setup_unrepaired": "false",
        "fin_ws_ns": 2.54,
        "setup_viol": 0,
        "hold_viol_final": 0,
        "final_max_slew_viol_count": 0,
        "max_freq_ghz": 0.259,
        "skew_ns": 0.00809,
        "slew_headroom": 0.450,
    },
    "global_route": {
        "grt_pass1_vias": 5903,
        "grt_max_degree": 51,
        "grt_pass1_wl_um": 29500,
        "overflow": 0,
        "grt_use_total": 0.130,
        "antenna_found_initial": 0,
    },
    "setup_path": {
        "ff2ff_path_depth": 6,
        "crit_type": "in -> reg",
        "critPathArrivalTime_ns": 4.15,
        "regToRegSetupSlack_ns": 3.53,
        "reg2reg_to": "temp5[0]$_DFFE_PN0P_",
        "cp-end-kind": "flip-flop",
        "r2r_start": "cnt3[7]$_DFF_PN0_",
        "crit_fanout": 22,
        "cp.required_ns": 6.69,
        "startpoint_type": "primary input",
    },
    "placed_design": {
        "gp_congestion": 0.837,
        "dp_slack_ns": 2.11,
        "post-dp-hpwl_um": 12300,
        "port_buffers": 47,
        "placed_area_um2": 9030,
    },
    "logic_synthesis": {
        "yosys_area_um2": 8220,
        "synth.top_cell.area_share": 0.350,
        "edf_count": 1,
        "synth.avg_cell_area_um2": 9.18,
        "ys_ff": 164,
        "synth.distinct_cells": 66,
        "ys_warn_count": 1,
        "ys_cells": 896,
        "syn_inst": 896,
        "largest_area_cell": "dfrtp_1",
        "top_cells_by_count": "dfrtp_1 (115), nor2_1 (97), nand2_1 (72), nor3_1 (47), dlxtn_1 (42)",
        "topCellsByArea": "dfrtp_1 (35%), dlxtn_1 (7.7%), nor2_1 (4.4%)",
        "synthArstFlopShare": 0.738,
        "top_cell": "dfrtp_1",
        "syn-cell-area_um2": 8220,
        "ff_type": "dfrtp_1",
    },
    "drt": {
        "n_antenna_cell": 0,
        "ant_nets": 0,
        "drc": 0,
        "post_drt_wl_per_cell_um": 13.6,
        "totalWireLength_um": 17400,
        "first_pass_iters": 6,
        "viasPerCell": 4.95,
        "drt_iter0_drc": 379,
        "vias": 6374,
    },
    "status": {
        "outcome": "finished, final reports clean",
    },
    "layout": {
        "logic_area_um2": 4280,
        "n_fill_cell": 2610,
        "syn_to_final_growth_pct": 17.3,
        "final_area_um2": 9640,
        "drive_gt1_frac": 0.0835,
        "ff_latch_area_um2": 3700,
    },
    "die": {
        "initCoreUtil": 0.305,
        "die_w_um": 168,
        "die_y_um": 168,
        "core.rowCount": 60,
        "core_um2": 27000,
        "io_pins": 48,
        "die_area_um2": 28100,
    },
    "worst_hold_path": {
        "holdCritPathClass": "reg -> reg",
        "min_path_cells": 0,
        "min_from": "pin_status[0]$_DFFE_PN1P_",
        "whs_endpoint": "pin_status_r[0]$_DFF_PN1_",
    },
    "job": {
        "max_cap_violations": 0,
        "warnings": 39,
    },
}
==> sequential cells by signal, indices dropped and copies added, names as in the netlist, 7 cells and up <==
name and flops:
cnt 26, cnt1 20, cnt3 19, hex1 7
hex2 7, hex3 7, hex4 7, hex5 7
hex6 7
==> worst max-delay path by stage <==
| stage | startpoint | cells after the start | to |
|---|---|---|---|
| after global routing | rst_n1 | 7 | temp5[0]$_DFFE_PN0P_ |
| after CTS | rst_n1 | 7 | temp5[0]$_DFFE_PN0P_ |
| final | rst_n1 | 7 | temp5[0]$_DFFE_PN0P_ |
==> metal layers <==
| layer | track usage | share of wire | up-vias |
|---|---|---|---|
| li1 | - | - | 3261 |
| met1 | 0.207 | 0.51 | 2990 |
| met2 | 0.195 | 0.44 | 116 |
| met3 | 0.0234 | 0.042 | 7 |
| met4 | 0.0120 | 0.0074 | 0 |
| met5 | 0 | 0 | - |
==> cell usage in the layout, fill, tap and decap left out, types with 6 or more instances in the layout <==
cell type        instances
mux2i_1                 21
nand2_1                 72
nand4_1                 18
o31ai_1                 11
clkdlybuf4s50_1         46
or3_1                   14
o22ai_1                 12
a22o_1                   8
inv_1                   28
dlxtn_1                 42
dfrtp_1                115
and3_1                  15
ha_1                    24
nor2b_1                 18
inv_6                    7
o21ai_0                 39
a31oi_1                  8
nor2_1                  97
a21oi_1                 31
buf_4                    8
nand3_1                 40
xor2_1                  28
mux2_2                  24
nand3b_1                 7
xnor2_1                 37
nor3_1                  47
nor3b_1                  7
and2_1                  10
dfstp_2                  6
nand2b_1                10
and4_1                   6
clkbuf_16               17
==> where the power goes <==
part | switching, mW | internal (mW) | total, mW
Clock | 0.377 | 0.623 | 0.999
Sequential | 0.000158 | 0.774 | 0.774
Combinational | 0.0251 | 0.00867 | 0.0338
==> critical path, cell delays in order <==
cell and delay (ns):
clkdlybuf4s50_1 0.84, nor3b_1 0.58, nand2_1 0.19, o31ai_4 0.16
nand3_1 0.43, a21oi_2 0.30, mux2_2 0.36
==> cell type report <==
class	instances	area share
Clock buffer	18	0.0445
Sequential cell	164	0.383
Inverter	28	0.0109
Timing Repair Buffer	54	0.0540
Tap cell	341	0.0442
Clock inverter	14	0.0192
Multi-Input combinational cell	668	0.444
==> per-stage QoR <==
step / cells / utilization
after detailed placement: 1255 / 0.335
final: 1287 / 0.358
after global placement: 1255 / 0.335
after floorplan: 896 / -
after CTS: 1287 / 0.358
after global routing: 1287 / 0.358
==> logic make-up after synthesis <==
kind of cell | Yosys count | synth area share
latches | 42 | 0.0767
buffers and inverters | 64 | 0.0298
AND-OR/OR-AND | 148 | 0.116
XOR/XNOR | 65 | 0.0692
flip-flops | 122 | 0.373
multiplexers | 45 | 0.0584
AND/OR/NAND/NOR | 386 | 0.240
adder cells (fa/ha/maj) | 24 | 0.0365
Power and IR drop assume default switching activity.
